File: flow/config.mk
export PLATFORM = sky130hd
export DESIGN_NAME = HexDisplayV1
export DESIGN_NICKNAME = HexDisplayV1
export VERILOG_FILES = /design/flow/design.v
export SDC_FILE = /design/flow/constraint.sdc
export NUM_CORES = 4
export LEC_CHECK = 1
export CORE_UTILIZATION = 40
File: flow/design.v
`timescale 1ns / 1ps
module HexDisplayV1(sys_clk, value_in, BCD_enable, Display_Enable, sevenSegLED_out, sevenSegPos_out);
       input sys_clk;                            
       input [15:0] value_in;      
       input BCD_enable;                  
       input Display_Enable;    
       output [6:0] sevenSegLED_out;      
       output [3:0] sevenSegPos_out;      
       parameter CLKBIT = 16;   
       reg [CLKBIT:0] clk_div = 0;
       always @(posedge sys_clk) begin
              clk_div <= clk_div + 1;
       end
       wire [1:0] digit_select;  
       assign digit_select = clk_div[CLKBIT:CLKBIT-1];  
       wire [15:0] BCD_out;
       Hex2BCD MyHex2BCD(sys_clk, value_in, BCD_out, busy);
       wire[15:0] value_used;
       assign value_used = BCD_enable ? BCD_out : value_in;
       wire [3:0] tmp_value;
       assign tmp_value = (digit_select ==  2'b00 ) ? value_used[3:0]:
                                                 (digit_select ==  2'b01 ) ? value_used[7:4]:
                                                 (digit_select ==  2'b10 ) ? value_used[11:8]:
                                                 (digit_select ==  2'b11 ) ? value_used[15:12]:
                                                 4'b1111;
       EnableDigit MyEnableDigit( digit_select, sevenSegPos_out );
       DisplayDigit MyDisplayDigit( tmp_value, Display_Enable, sevenSegLED_out );
endmodule
module DisplayDigit( valueIn, Display_Enable, sevenSegOut);
       input [3:0] valueIn;  
       input Display_Enable;  
       output [6:0] sevenSegOut;  
       assign sevenSegOut =  ((valueIn == 4'b0000)& Display_Enable) ? 7'b1000000:    
                                                       ((valueIn == 4'b0001)& Display_Enable) ? 7'b1111001:    
                                                       ((valueIn == 4'b0010)& Display_Enable) ? 7'b0100100:    
                                                       ((valueIn == 4'b0011)& Display_Enable) ? 7'b0110000:    
                                                       ((valueIn == 4'b0100)& Display_Enable) ? 7'b0011001:    
                                                       ((valueIn == 4'b0101)& Display_Enable) ? 7'b0010010:    
                                                       ((valueIn == 4'b0110)& Display_Enable) ? 7'b0000010:    
                                                       ((valueIn == 4'b0111)& Display_Enable) ? 7'b1111000:    
                                                       ((valueIn == 4'b1000)& Display_Enable) ? 7'b0000000:    
                                                       ((valueIn == 4'b1001)& Display_Enable) ? 7'b0010000:    
                                                       ((valueIn == 4'b1010)& Display_Enable) ? 7'b0001000:    
                                                       ((valueIn == 4'b1011)& Display_Enable) ? 7'b0000011:    
                                                       ((valueIn == 4'b1100)& Display_Enable) ? 7'b1000110:    
                                                       ((valueIn == 4'b1101)& Display_Enable) ? 7'b0100001:    
                                                       ((valueIn == 4'b1110)& Display_Enable) ? 7'b0000110:    
                                                       ((valueIn == 4'b1111)& Display_Enable) ? 7'b0001110:    
                                                        7'b1111111;    
endmodule
module EnableDigit( digitSelectIn, digSelectOut);
       input [1:0] digitSelectIn;  
       output [3:0] digSelectOut;  
       assign digSelectOut = (digitSelectIn == 2'b00) ? 4'b1110:    
                                                        (digitSelectIn == 2'b01) ? 4'b1101:    
                                                        (digitSelectIn == 2'b10) ? 4'b1011:    
                                                        (digitSelectIn == 2'b11) ? 4'b0111:    
                                                        4'b0000;    
endmodule
module Hex2BCD(sys_clk, HexIn, BCD_out, busy);
        input [15:0] HexIn;     
    input sys_clk;
    output reg [15:0] BCD_out = 0;
        output reg busy = 0;
       reg [3:0] digit0, digit1, digit2, digit3;
       wire carry0, carry1, carry2;
       reg [4:0] counter =0;
       assign carry0=(digit0>4);
       assign carry1=(digit1>4);
       assign carry2=(digit2>4);
       always @(posedge sys_clk) begin
              if (counter==0) begin
                     digit0<=0;
                     digit1<=0;
                     digit2<=0;
                     digit3<=0;
                     busy <= 1'b1;
                     counter <= counter + 1;
              end
              else if (counter<17) begin
                if (carry0)
                           digit0<={digit0-5,HexIn[16-counter]};
                else
                           digit0<={digit0[2:0],HexIn[16-counter]};
                if (carry1)
                           digit1<={digit1-5,carry0};
                else
                           digit1<={digit1[2:0],carry0};
                if (carry2)
                           digit2<={digit2-5,carry1};
                else
                           digit2<={digit2[2:0],carry1};
                digit3<={digit3[2:0],carry2};
                counter <= counter + 1;
              end
              else if (counter == 17 ) begin
                     if( HexIn < 10000 )  
                           BCD_out <= {digit3,digit2,digit1,digit0};  
                     else
                           BCD_out <= 16'h9999;  
                     busy <= 1'b0;
                           counter <= 0;
              end
       end
endmodule
File: flow/constraint.sdc
current_design HexDisplayV1

set clk_period 4.3
set clk_io_pct 0.2

create_clock -name clk0 -period $clk_period [get_ports {sys_clk}]

set non_clock_inputs [all_inputs -no_clocks]
set_input_delay [expr $clk_period * $clk_io_pct] -clock clk0 $non_clock_inputs
set_output_delay [expr $clk_period * $clk_io_pct] -clock clk0 [all_outputs]
File: flow/run.sh
#!/bin/bash
# OpenROAD 26Q1-2900-gdf79404cd8, Yosys 0.63+post, stock flow scripts
make -C /OpenROAD-flow-scripts/flow DESIGN_CONFIG=/design/flow/config.mk WORK_HOME=/design/flow/orfs finish
==> flow_metrics.py <==
# Metrics from the implementation run
metrics = {
    "route": {
        "drtIter0Drc": 66,
        "ant_nets": 0,
        "first_pass_iters": 4,
        "wl_per_cell_um": 12.40,
        "drt-total-wl_mm": 5.206,
        "drc": 0,
        "avgViaCountPerCell": 4.955,
        "num_vias": 2081,
        "n_antenna_cell": 0,
    },
    "placement": {
        "dp_hpwl_mm": 3.822,
        "post-place-ws_ns": 0.3152,
        "io_buffer_count": 29,
        "gp_congestion": 0.8479,
    },
    "synth": {
        "syn_area_per_cell_um2": 10.27,
        "topCellsByArea": "dfxtp_1 (22%), edfxtp_1 (21%), mux4_2 (6.8%)",
        "ys_chip_area_mm2": 0.002968,
        "synth-cells-yosys": 289,
        "synth_area_mm2": 0.002968,
        "yosys_warnings": 3,
        "ys_top_cells_by_count": "nand2_1 (35), dfxtp_1 (33), nor2_1 (29), edfxtp_1 (21), a21oi_1 (19)",
        "ys.flops": 54,
        "syn_inst": 289,
        "yosys.cell_types.count": 41,
        "async_flop_share": 0,
        "synth.largest_area_cell": "dfxtp_1",
        "ff_type": "dfxtp_1",
        "edf_count": 21,
        "postSynthSeqShare": 0.4351,
        "top_cell": "nand2_1",
        "synth_top_area_share": 0.2226,
    },
    "sta": {
        "skew_ns": 0.01011,
        "finalHoldViolCount": 0,
        "slew_headroom": 0.5537,
        "worst_slack_ns": 0.3107,
        "setup_tns_ns": 0,
        "tightest_slew_ns": 0.6695,
        "finalClockPeriodUsage": 0.9277,
        "period_needed_ns": 3.989,
        "maxSlewViolCount": 0,
        "rsz0062_at_grt": "no",
        "clock.fmax_mhz": 250.7,
        "finalSetupViolCount": 0,
    },
    "clocking": {
        "postCtsSetupBuffers": 0,
        "htreeDepth": 2,
        "clk_pin_slew_ns": 0.09,
        "cts.sinks": 54,
        "cts_root_buffer": "clkbuf_8",
        "hold_buffers": 0,
        "clock_latency_ns": 0.31,
        "clock_path_buffers": 2,
        "cts_tree": "done",
        "cts_resized": 0,
        "cts_buffers": 5,
    },
    "floorplan": {
        "core_region_area_mm2": 0.007214,
        "die_height_um": 88.14,
        "die_x_um": 88.14,
        "dieArea_mm2": 0.007768,
        "ios": 30,
        "fp_util": 0.4114,
        "row_count": 31,
    },
    "cells_and_area": {
        "area_growth_syn_to_layout_pct": 16.99,
        "ff_latch_area_mm2": 0.001291,
        "drive_above_1_share": 0.1028,
        "combGateArea_mm2": 0.001533,
        "post-route-util": 0.4813,
        "nFillCells": 677,
    },
    "worst_setup_path": {
        "worstPathMaxFanout": 9,
        "r2r_end": "MyHex2BCD.digit0[0]",
        "path_class": "primary input to primary output",
        "cp.depth": 7,
        "r2r_start": "MyHex2BCD.counter[0]",
        "r2r_cells": 7,
        "max_stage_delay_ns": 0.49,
        "critical_path.most_common_cell": "clkdlybuf4s50_1",
        "cp-end-kind": "primary output",
        "path_cells": "clkdlybuf4s50_1 -> mux4_2 -> mux2i_2 -> nand2_2 -> o31a_1 -> o21ai_0 -> clkdlybuf4s50_1",
        "cp.arrival_ns": 3.13,
        "reg2reg_slack_ns": 1.64,
        "path_delay_family": "buffers and inverters",
        "crit_required_ns": 3.44,
        "cp_slowest_cell": "mux4_2",
        "worstPathBufferInverterCount": 2,
        "start_kind": "primary input",
    },
    "global_routing": {
        "grt_pass1_vias": 1870,
        "grt-ovfl-total": 0,
        "grt_util_met2": 0.2079,
        "busiest_layer": "met1",
        "grt_max_degree": 21,
        "antenna_found_initial": 0,
        "grtUsageMet3": 0.04676,
        "grt_usage": 0.1458,
        "grt_first_pass_wirelength_mm": 8.507,
        "met1_usage": 0.2347,
    },
    "min_path": {
        "hp-class": "flip-flop to flip-flop",
        "hold_start": "clk_div[0]",
        "hold_depth": 1,
        "min_to": "clk_div[0]",
    },
    "status": {
        "status": "finished clean",
    },
    "flow_run": {
        "drv_cap": 0,
        "warning_count": 30,
    },
    "pwr": {
        "cellLeakagePower_nw": 1.239,
        "max-vdd-ir-drop_mv": 0.2203,
        "finalPower_mw": 0.9675,
        "p_per_area_mw_per_mm2": 278.7,
    },
}
[kinds of logic after synthesis]
kind of cell / synth area share
flops: 0.4351
compound gates: 0.09149
fa+ha+maj: 0.04637
buf+inv: 0.05101
mux: 0.1282
xor+xnor: 0.07336
simple gates: 0.1745
[placed cells by master (no fill, tap or decap), types with 2 or more instances in the layout]
cell / n
nand3_1: 14
inv_1: 15
edfxtp_1: 21
a21oi_1: 19
ha_1: 11
mux2_2: 2
o32a_1: 2
nand4_1: 2
xor2_1: 7
mux4_2: 9
a211oi_1: 4
clkdlybuf4s50_1: 29
mux2i_2: 2
nor2_1: 29
buf_4: 6
clkbuf_8: 5
and3_1: 2
or2_2: 2
o21ai_0: 11
xnor2_1: 16
mux4_1: 4
nand2b_1: 8
nand2_1: 35
o221ai_1: 2
and2_1: 13
o21bai_1: 3
dfxtp_1: 33
[layout make-up]
class / instances / share of cell area
repair buffers: 35 / 0.09658
clock buffers: 6 / 0.02703
clock inverters: 2 / 0.01117
well taps: 99 / 0.03568
flip-flops and latches: 54 / 0.3719
multi-input cells: 209 / 0.4414
inverters: 15 / 0.01622
[worst max-delay path by stage]
stage	startpoint	slack [ns]	endpoint
5_1_grt	value_in[9]	0.17	sevenSegLED_out[0]
4_1_cts	value_in[13]	0.30	sevenSegLED_out[6]
6_report	value_in[13]	0.31	sevenSegLED_out[6]
[per-layer routing]
| metal | vias to the layer above | routed length (um) |
|---|---|---|
| met3 | 7 | 381 |
| met2 | 53 | 2099 |
| met4 | 0 | 89 |
| met5 | - | 0 |
| met1 | 948 | 2637 |
| li1 | 1073 | - |
[worst reg2reg max path: stages (launching register included)]
cell	delay, ns
edfxtp_1	0.63
inv_1	0.12
ha_1	0.26
xnor2_2	0.28
mux4_1	0.61
mux4_2	0.49
nand4b_1	0.11
nand2_1	0.05
[stage by stage]
stage                     area, um2  cells  hold WS, ns
after global placement         3339    412       0.3787
after detailed placement       3339    412       0.3869
after global routing           3472    420       0.4349
after CTS                      3472    420       0.4110
after floorplan                2968    289       0.3703
final                          3472    420       0.4071
[flip-flops by register name (all words and copies together) (netlist names)]
signal             count
clk_div               17
MyHex2BCD.BCD_out     16
MyHex2BCD.counter      5
MyHex2BCD.digit0       4
MyHex2BCD.digit1       4
MyHex2BCD.digit2       4
MyHex2BCD.digit3       4
[where the power goes]
part	leakage (nW)	switching [mW]	internal (mW)	total [mW]
clock	0.0665	0.166	0.210	0.376
sequential	0.473	0	0.527	0.527
combinational	0.699	0.0244	0.0398	0.0642
total	1.24	0.190	0.777	0.968
Power is estimated from default activity; no workload was simulated.
