[design/flow/design.v]
module matrix_mul(
	input clk, 
	input [3:0] di0, 
	input [3:0] di1, 
	input [3:0] di2, 
	output reg [9:0] mo0, 
	output reg [9:0] mo1, 
	output reg [9:0] mo2);
parameter a = 7;
parameter b = 13;
parameter c = 5;
always@(posedge clk) begin
	mo0 = a*di0 + b*di1 + c*di2;
	mo1 = b*di0 + b*di1 + a*di2;
	mo2 = c*di0 + b*di1 + a*di2;
end
endmodule
[design/flow/run.sh]
#!/bin/bash
# OpenROAD 26Q1-2900-gdf79404cd8, Yosys 0.63+post, stock flow scripts
make -C /OpenROAD-flow-scripts/flow DESIGN_CONFIG=/design/flow/config.mk WORK_HOME=/design/flow/orfs finish
[design/flow/config.mk]
export PLATFORM = sky130hd
export DESIGN_NAME = matrix_mul
export DESIGN_NICKNAME = matrix_mul
export VERILOG_FILES = /design/flow/design.v
export SDC_FILE = /design/flow/constraint.sdc
export NUM_CORES = 4
export LEC_CHECK = 1
export CORE_UTILIZATION = 40
[design/flow/constraint.sdc]
current_design matrix_mul

set clk_period 8.8
set clk_io_pct 0.2

create_clock -name clk0 -period $clk_period [get_ports {clk}]

set non_clock_inputs [all_inputs -no_clocks]
set_input_delay [expr $clk_period * $clk_io_pct] -clock clk0 $non_clock_inputs
set_output_delay [expr $clk_period * $clk_io_pct] -clock clk0 [all_outputs]
==> impl_metrics.json <==
{
  "ys_cells": 341,
  "status": "finished, final reports clean",
  "synth-edff-count": 0,
  "syn_inst": 341,
  "top_area_cell": "ha_1",
  "io_buffers": 41,
  "post-dp-hpwl_um": 4780,
  "design.core.area_mm2": 0.00769,
  "tightest_slew_ns": 0.586,
  "grt_max_degree": 16,
  "fin_cells": 485,
  "cts_resized": 0,
  "gr-usage-met2_pct": 23.5,
  "cts.sinks": 26,
  "place_worst_setup_slack_ns": 1.92,
  "drive_gt1_share_pct": 2.87,
  "fp-row-count": 32,
  "synth_top_area_share_pct": 28.4,
  "power_density_mw_per_mm2": 301,
  "fin_ws_ns": 2.22,
  "drcViolationCount": 0,
  "antenna_cells": 0,
  "synth_cell_type_count": 34,
  "critPathCapture": "mo0[8]$_DFF_P_",
  "num_vias": 2229,
  "top_cells_by_area": "ha_1 28%, fa_1 18%, dfxtp_1 16%, inv_1 8.8%, xnor2_1 5.0%",
  "fill_cells": 731,
  "cts_root_buf": "clkbuf_8",
  "grt_pass1_wl_um": 9880,
  "hold_slack_ns": 2.26,
  "combPwrFrac_pct": 73.8,
  "path_clk_slew_ns": 0.10,
  "crit_cells": 18,
  "ys.flops": 26,
  "p_leak_uw": 0.00190,
  "cp_num_buf_inv": 1,
  "vdd_drop_max_uv": 129,
  "crit_top_cell": "ha_1",
  "cp-end-kind": "flop",
  "period_used_pct": 74.8,
  "synthToLayoutAreaGrowth_pct": 18.5,
  "vias_per_cell": 4.60,
  "power.switching_uw": 449,
  "grt_overflow_total": 0,
  "fp.dieW_um": 91.0,
  "p_total_uw": 1130,
  "cts_tree": "done",
  "maxCapViolations": 0,
  "postCtsSetupRepairBufs": 0,
  "hold_viol": 0,
  "grtUsageTotal_pct": 15.3,
  "hold_path.class": "in2reg",
  "setup_viol": 0,
  "wl_per_cell_um": 11.2,
  "flop_cell": "dfxtp_1",
  "grt_setup_unrepaired": "false",
  "crit_chain": "clkdlybuf4s50_1 -> ha_1 -> ha_1 -> ha_1 -> fa_1 -> fa_1 -> ha_1 -> nand2_1 -> o21ai_0 -> a21oi_1 -> fa_1 -> ha_1 -> nand2_1 -> o21ai_0 -> o41a_1 -> nand4b_1 -> o21ai_0 -> a22o_1",
  "power_switching_share_pct": 39.7,
  "seq_power_share_pct": 17.3,
  "warnings": 32,
  "crit_start": "di1[1]",
  "arrival_ns": 6.76,
  "htreeDepth": 1,
  "grt_pass1_vias": 2216,
  "place_congestion": 0.899,
  "ant_nets": 0,
  "grt_antenna_before_repair": 0,
  "finalMaxSlewViolations": 0,
  "critical_path.top_delay_family": "adder cells",
  "p_int_uw": 681,
  "fp.dieH_um": 91.0,
  "slowest_stage": "fa_1",
  "synth_async_sr_flop_share_pct": 0,
  "wirelength_um": 5440,
  "max-slew-margin-rel_pct": 60.4,
  "fin_tns_setup_ns": 0,
  "ctsHoldBuffers": 0,
  "pwr-share-clk_pct": 8.9,
  "dp.cells": 481,
  "syn_avg_cell_area_um2": 9.29,
  "drt_first_iter_violations": 53,
  "cp.required_ns": 8.98,
  "dieArea_mm2": 0.00828,
  "io_pins": 43,
  "start_kind": "input port",
  "clockBufferDepth": 2,
  "synth_chip_area_mm2": 0.00317,
  "drt_first_pass_iters": 4,
  "post-route-min-period_ns": 6.58,
  "timing.fmax_mhz": 152,
  "grt-busiest-layer": "met1",
  "numCtsBuffers": 3,
  "met1_usage_pct": 24.6,
  "cp_max_fo": 5,
  "syn_area_mm2": 0.00317,
  "critPathMaxStageDelay_ns": 0.53,
  "synth_warnings": 1,
  "grtUsageMet3_pct": 2.72,
  "fp_util_pct": 41.2,
  "crit_type": "in2reg",
  "yosysSeqAreaShare_pct": 16.4
}
[layer usage]
metal | vias up | share of wire, %
li1 | 1184 | -
met1 | 1011 | 53
met2 | 32 | 42
met3 | 2 | 4.5
met4 | 0 | 0.74
met5 | - | 0
[power by group through the flow]
stage	Combinational (µW)	Clock (µW)	Sequential [µW]
6_report	834	101	195
5_1_grt	969	110	201
4_1_cts	846	106	196
[placed cells by master, fill, tap and decap left out, types with 5 or more instances in the layout]
cell,count
nor2_1,22
a21o_1,8
nor2b_1,5
a21oi_1,20
xnor2_1,18
ha_1,72
dfxtp_1,26
o21a_1,5
clkdlybuf4s50_1,41
o21ai_0,15
fa_1,29
inv_1,74
nand2_1,7
xor2_1,6
[logic make-up after synthesis]
group / synth area share (%)
xor gates and xnor gates: 6.63
AOI/OAI and AO/OA: 12.4
other: 0.118
DFF: 16.4
adders and majority gates: 46.7
buffers and inverters: 9.71
and+or+nand+nor: 8.01
[how the worst min path moves through the flow]
stage	start	endpoint	slack, ns	cells after the start
after CTS	di2[0]	mo2[0]$_DFF_P_	2.26	2
after global routing	di2[0]	mo2[0]$_DFF_P_	2.32	2
final	di2[0]	mo2[0]$_DFF_P_	2.26	2
[cell usage after synthesis (2+ instances only)]
library cell,instances
inv_1,74
ha_1,72
fa_1,29
dfxtp_1,26
nor2_1,22
a21oi_1,20
xnor2_1,18
o21ai_0,15
a21o_1,8
nand2_1,7
xor2_1,6
nor2b_1,5
o21a_1,5
buf_4,4
nand2b_1,3
nand3_1,3
nor3_1,3
o31a_1,3
a21boi_0,2
a41oi_1,2
[through the flow]
step / instance area (µm²) / utilization (%)
2_1_floorplan: 3170 / -
3_3_place_gp: 3680 / 47.9
5_1_grt: 3760 / 48.9
3_5_place_dp: 3680 / 47.9
6_report: 3760 / 48.9
4_1_cts: 3760 / 48.9
[state kept, by name, summed over array words and instances (netlist names)]
name and count:
mo2 9, mo0 9, mo1 8
[area by class of cell]
type	instances	area, µm²	area share [%]
Clock buffer	3	41.3	1.10
Clock inverter	1	30.0	0.799
Inverter	74	278	7.40
Multi-Input combinational cell	237	2340	62.3
Sequential cell	26	520	13.9
Tap cell	102	128	3.40
Timing Repair Buffer	42	418	11.1
Power is estimated from default activity; no workload was simulated.
