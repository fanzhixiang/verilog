**flow/design.v**
```verilog
`timescale 1ns / 1ps
module SimplePWM(clk_in, x_in, PWM_out);
            parameter MAXBITS = 8;   
            input clk_in;      
            input [MAXBITS-1:0] x_in;      
            output reg PWM_out = 1;  
            reg [MAXBITS-1:0] counter = 0;
            always@ (posedge clk_in )begin
                  if ( counter < x_in )
                        PWM_out <= 1;
                  else
                        PWM_out <= 0;
                  counter <= counter+1;
                  end
endmodule
module SigmaDeltaPWM(clk_in, x_in, PWM_out);
            parameter MAXBITS = 8;   
            input clk_in;      
            input [MAXBITS-1:0] x_in;      
            output reg PWM_out = 1;  
            reg  [MAXBITS:0] Sigma = 0;    
            always@ (posedge clk_in) begin   
                  Sigma = Sigma + x_in;  
                  PWM_out = Sigma[MAXBITS];
                  Sigma[MAXBITS] = 0;      
            end
endmodule
```
**flow/run.sh**
```bash
#!/bin/bash
# OpenROAD 26Q1-2900-gdf79404cd8, Yosys 0.63+post, stock flow scripts
make -C /OpenROAD-flow-scripts/flow DESIGN_CONFIG=/design/flow/config.mk WORK_HOME=/design/flow/orfs finish
```
**flow/config.mk**
```make
export PLATFORM = sky130hd
export DESIGN_NAME = SimplePWM
export DESIGN_NICKNAME = SimplePWM
export VERILOG_FILES = /design/flow/design.v
export SDC_FILE = /design/flow/constraint.sdc
export NUM_CORES = 4
export LEC_CHECK = 1
export CORE_AREA = 10 10 70 70
export DIE_AREA = 0 0 80 80
```
**flow/constraint.sdc**
```tcl
current_design SimplePWM

set clk_period 1.9
set clk_io_pct 0.2

create_clock -name clk0 -period $clk_period [get_ports {clk_in}]

set non_clock_inputs [all_inputs -no_clocks]
set_input_delay [expr $clk_period * $clk_io_pct] -clock clk0 $non_clock_inputs
set_output_delay [expr $clk_period * $clk_io_pct] -clock clk0 [all_outputs]
```
==> notes.md <==
run metrics: Post-Syn Area per Cell=9.12 um^2, yosys adder share=21.1%, Root Buffer=clkbuf_4, Hold Fails Final Rpt=0, YS chip area=474 um^2, Area leader share=38.0%, Starting DRT DRC Count=8, first-pass GRT wire length=1500 um, GPL Wtd Cong=0.715, Synth cell types=15, RSZ-0062 raised after global routing=no, yosys stat cell total=52, critical path type=reg2out, Syn-to-layout area delta=36.7%, Max-cap violations=0, peak supply drop=157 uV, synthesized area=474 um^2, Clock Latency Late Sink=0.25 ns, # fillers=384, pre-CTS setup slack=0.235 ns, hpwl dp=711 um, Reg-to-Reg Start=counter[4], Cell Int Power=289 uW, DR vias/cell=3.32, total clock sinks=9, R2R Path End=PWM_out, Reg power frac=53.1%, DR vias=369, Core Region=3420 um^2, Main logic family=adder cells, Gate power share=7.9%, Critical Path AT=1.03 ns, cts hold-fix bufs=0, crit path DRT=1.52 ns, MUX share of area=0%, simple share=16.6%, post_cts resized=0, ANT cells=0, Buf/Inv on CP=1, crit-path cells=clkdlybuf4s50_1, number of I/O port buffers=9, Hold Crit Class=reg2reg, row cnt=21, Final ANT Viol Nets=0, switch share=18.9%, Fin Clk Skew=0.00347 ns, WL/cell=7.23 um, # setup viols final=0, Max FO, Critical Path=1, post-CTS setup repair buffer count=0, initial antenna violation count=0, Pwr Density=549 nW/um^2, CP max-delay cell=clkdlybuf4s50_1, tool warnings=25, die width=80 um, Worst Tran Pin Value=0.211 ns, GRT Total Usage=2.88%, largest net degree at the start of global routing=6, Final WS setup=0.493 ns, R2R depth=4, CTS Buf Count=3, Tcrit/Tclk final=74.1%, layout cells sized above 1=9.23%, startpoint types=register, min-delay src=counter[0], GRT overflow=0, Clock transition at path regs=0.06 ns, total negative setup slack=0 ns, run status=completed, Setup crit end kind=output pin, Init Core Util=13.9%, Max H-tree Level=1, WL final=803 um, Ys Warns=1, Final Max Slew Viols=0, Synth Instances=52, synthesized flop and latch total=9, vias in the first global route=360, sink of the worst hold path=counter[0], NetSw=67.2 uW, fmax=711 MHz, clock share of power=39.0%, # IOs=10, clock period minus worst slack=1.41 ns, Die ar.=6400 um^2, clk buf depth=2, DR DRC count=0, Die H=80 um, Leak Pwr=0.000294 uW, top cells by area, synth=dfxtp_1 (38%), ha_1 (21%), xor2_1 (7.4%), inv_1 (6.3%), a21oi_1 (4.2%), DRT Pass-1 Iters=4, yosys xor share=11.1%, Slowest Stage Delay on Critical Path=0.45 ns, Synth Seq Share=38.0%, Crit path max-delay family=buffers and inverters, Reg2Reg Setup Slack=0.78 ns, post-synthesis cell type with the largest combined area=dfxtp_1, relative slew slack=85.9%, CTS tree=built, AND-OR/OR-AND share of the synthesized area=6.86%, hold path cells=1
[area by class of cell]
type	instances	area, um^2	share of cell area, %
Inverter	8	30.0	4.63
Multi-Input combinational cell	35	264	40.7
Tap cell	46	57.6	8.88
Sequential cell	9	180	27.8
Timing Repair Buffer	9	90.1	13.9
Clock buffer	4	26.3	4.05
[placed cells by master, fill, tap and decap left out, types with 3 or more instances in the layout]
master	n
dfxtp_1	9
clkdlybuf4s50_1	9
inv_1	8
ha_1	8
nand2_1	4
xor2_1	4
nand3_1	4
a21oi_1	4
nor2_1	3
clkbuf_4	3
[Yosys cell counts, drive strengths merged]
| cell | instances |
|---|---|
| nor2b | 1 |
| nand2 | 5 |
| dfxtp | 9 |
| a21oi | 4 |
| o21ai | 1 |
| o211ai | 1 |
| nand3 | 5 |
| xnor2 | 2 |
| nor2 | 3 |
| xor2 | 4 |
| ha | 8 |
| inv | 8 |
| nor3 | 1 |
[power groups by stage]
stage	combinational (uW)	clock, uW	sequential (uW)
finish	28.0	139	189
global route	32.4	161	189
CTS	28.6	149	189
[metal layers]
| layer | global-route usage (%) | vias up | wire [um] |
|---|---|---|---|
| li1 | - | 194 | - |
| met5 | 0 | - | 0 |
| met3 | 2.27 | 2 | 112 |
| met1 | 3.57 | 163 | 360 |
| met2 | 3.85 | 10 | 323 |
| met4 | 0.528 | 0 | 6 |
[per-stage QoR]
| step | total power (uW) | util (%) | std cells | hold slack, ns | cell area [um^2] |
|---|---|---|---|---|---|
| 4_1_cts | 367 | 19.0 | 111 | 0.444 | 648 |
| 2_1_floorplan | 203 | - | 52 | 0.405 | 474 |
| 3_3_place_gp | 221 | 18.2 | 107 | 0.424 | 622 |
| 3_5_place_dp | 221 | 18.2 | 107 | 0.432 | 622 |
| 6_report | 356 | 19.0 | 111 | 0.441 | 648 |
| 5_1_grt | 382 | 19.0 | 111 | 0.472 | 648 |
[how the worst max path moves through the flow]
stage / start / to / slack (ns) / depth (start not counted)
6_report: PWM_out / PWM_out / 0.49 / 1
5_1_grt: x_in[7] / PWM_out / 0.41 / 6
4_1_cts: PWM_out / PWM_out / 0.47 / 1
[state kept, by name (all words and copies together) (netlist names)]
name	cells
counter	8
PWM_out	1
[cell families (layout without fill, tap and decap cells)]
group / after synthesis / count (layout)
buffers and inverters: 8 / 21
xor gates and xnor gates: 6 / 6
AOI/OAI and AO/OA: 6 / 6
and+or+nand+nor: 15 / 15
DFF: 9 / 9
adders and majority gates: 8 / 8
Power and IR drop assume default switching activity.
